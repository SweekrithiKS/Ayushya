`constraint.sdc`:
```
current_design mem32

set clk_period 1.6
set clk_io_pct 0.2

create_clock -name clk0 -period $clk_period [get_ports {Clk}]

set non_clock_inputs [all_inputs -no_clocks]
set_input_delay [expr $clk_period * $clk_io_pct] -clock clk0 $non_clock_inputs
set_output_delay [expr $clk_period * $clk_io_pct] -clock clk0 [all_outputs]
```
`run.sh`:
```
#!/bin/bash
# OpenROAD 26Q1-2900-gdf79404cd8, Yosys 0.63+post, stock flow scripts
make -C /OpenROAD-flow-scripts/flow DESIGN_CONFIG=/design/flow/config.mk WORK_HOME=/design/flow/orfs finish
```
`config.mk`:
```
export PLATFORM = sky130hd
export DESIGN_NAME = mem32
export DESIGN_NICKNAME = mem32
export VERILOG_FILES = /design/flow/design.v
export SDC_FILE = /design/flow/constraint.sdc
export NUM_CORES = 4
export LEC_CHECK = 1
export CORE_UTILIZATION = 30
```
`design.v`:
```
`timescale 1ns / 1ps
module mem32 (
    input Clk,                
    input rst,              
    input wr,         
    input rd,            
    input [3:0] in_add,      
    input [31:0] Data_in_32,  
    output reg [31:0] Data_out_32,  
    output reg valid
);
    reg [7:0] A [0:15];  
    always @(posedge Clk or posedge rst) begin
        if (rst) begin
            Data_out_32 <= 32'b0;
            valid <= 0;
        end else begin
            case ({wr, rd}) 
                2'b10: begin
                    if (in_add <= 12) begin  
                        A[in_add]     <= Data_in_32[7:0];    
                        A[in_add + 1] <= Data_in_32[15:8];   
                        A[in_add + 2] <= Data_in_32[23:16];  
                        A[in_add + 3] <= Data_in_32[31:24];  
                        valid <= 0;
                    end
                end
                2'b01: begin
                    if (in_add <= 12) begin  
                        Data_out_32[7:0]    <= A[in_add];      
                        Data_out_32[15:8]   <= A[in_add + 1];  
                        Data_out_32[23:16]  <= A[in_add + 2];  
                        Data_out_32[31:24]  <= A[in_add + 3]; 
                        valid <= 1; 
                    end else begin
                        Data_out_32 <= 32'bz; 
                        valid <= 0; 
                    end
                end
                default: begin
                    Data_out_32 <= 32'bz;  
                    valid <= 0;
                end
            endcase
        end
    end
endmodule
```
==> flow_summary.ini <==
; implementation run metrics
[timing]
tns_ns = -52.90
slew_violations = 0
worst_pin_slew_ns = 1.10
rsz0062_at_grt = yes
slew_headroom = 0.264
min_period_ns = 2.32
finClkSkew_ns = 0.0200
fmax_ghz = 0.431
whs_ns = 0.315
worst_slack_ns = -0.721
setup-violations-final = 256
finalHoldViolCount = 0
period_used_share = 1.45

[placement]
post-dp-hpwl_um = 83200
gp_congestion = 1.07
portBuffers = 72
detailedPlace.worstSlack_ns = -1.36
placed_area_um2 = 20700

[routing]
antenna_left = 0
routed_wl_um = 115000
drt-vias-per-instance = 6.48
drc = 0
routed-via-count = 19149
drt_iter0_markers = 2069
routedWlPerCell_um = 39.0
detail_route.first_pass.iterations = 8

[die]
core_area_um2 = 47900
io_pins = 73
rows = 80
fp_util = 0.305
fp.dieW_um = 223
die_height_um = 223
dieArea_um2 = 49600

[critical_path]
cp-start-kind = flip-flop
crit_chain = a222oi_1 -> buf_4 -> o2111a_1 -> a31oi_1
cp_top_family = AND-OR/OR-AND gates
crit_path_end_kind = flip-flop
worstPathMaxFanout = 3
crit_type = flip-flop to flip-flop
crit_slowest_cell = a222oi_1
arrival_ns = 2.69
max_stage_delay_ns = 0.99
cp.buffers_inverters = 1
required_ns = 1.97

[global_routing]
grt_use_total = 0.469
antenna_found_initial = 3
grt_pass1_wl_um = 153000
grt_max_degree = 34
grt_pass1_vias = 18070
grt_overflow_total = 0

[synth]
yosys-top-cells-count = 215 x nand2_1, 159 x mux2i_1, 128 x edfxtp_1
numSynthFlops = 161
syn_area_um2 = 14600
edf_count = 128
yosysMostFrequentCell = nand2_1
synth_cell_types = 90
syn_area_per_cell_um2 = 8.63
syn_inst = 1695
synth_warnings = 4
yosys_cells = 1695
top_area_cell = edfxtp_1
yosysTopAreaCellShare = 0.263
synth_seq_share = 0.319
ys_area_um2 = 14600
synthArstFlopShare = 0.205
area_leaders = edfxtp_1 26%, mux2i_1 11%, dfrtp_1 5.6%, nand2_1 5.5%, a211oi_1 4.3%
ys.flop_type = edfxtp_1

[clock_network]
numCtsBuffers = 17
hold_buffers = 0
cts-root-buf = clkbuf_16
clock_path_buffers = 2
cts_sinks = 161
ctsHtreeMaxLevel = 4
tritoncts = yes
path_clk_slew_ns = 0.07
insertion_delay_ns = 0.52

[outcome]
violations = negative setup slack
outcome = finished with violations

[pwr]
comb_power_share = 0.435
p_leak_nw = 10.8
switching_share = 0.370
p_int_mw = 10.5
p_clk_frac = 0.258
switchingPower_mw = 6.14
ir_worst_vdd_v = 0.000622
seq_power_share = 0.308
p_total_mw = 16.6
p_per_area_nw_per_um2 = 625

[flow_run]
drv_cap = 0
log.warning_count = 29

[layout]
area_growth_pct = 81.7
final_cell_area_um2 = 26600
flop_area_um2 = 4680
logic_area_um2 = 11500
drive_above_1_share = 0.510
fillers = 3973

[worst_hold_path]
hp-class = input pin to flip-flop
routing by layer:
metal / GRT usage / vias up / share of wire / wire, um
met5: 0.00196 / - / 0.0013 / 150
met4: 0.264 / 6 / 0.082 / 9440
met3: 0.201 / 437 / 0.13 / 15500
met2: 0.656 / 1503 / 0.41 / 46700
met1: 0.615 / 9437 / 0.38 / 43400
li1: - / 7766 / - / -
layout make-up:
type / count / share of cell area
sequential: 161 / 0.176
tap: 615 / 0.0290
inverter: 6 / 0.00122
timing repair buffer: 790 / 0.338
clock inverter: 12 / 0.00485
clock buffer: 19 / 0.0163
multi-input combinational: 1348 / 0.434
antenna: 4 / 0.000377
per-stage QoR:
step	cells	util
2_1_floorplan	1695	-
3_3_place_gp	2717	0.432
3_5_place_dp	2717	0.432
4_1_cts	2886	0.518
5_1_grt	2951	0.554
6_report	2955	0.554
cell usage in the layout, fill, tap and decap left out, drive strengths merged, types with 6 or more instances in the layout:
cell,count
a211oi,83
a32oi,11
and3,27
nor2b,16
nand2b,13
a21o,71
nor3,28
buf,709
nand4,20
clkbuf,29
mux4,6
a2111oi,8
mux2i,159
a31oi,37
nor3b,9
a21oi,76
a221oi,9
o2bb2ai,7
o21ai,109
mux2,41
o211ai,22
o22ai,20
clkdlybuf4s50,33
a22o,7
edfxtp,128
and4,8
dlygate4sd2,15
nor2,134
and2,6
nand3,67
nor4,6
or3,9
dlymetal6s2s,19
nand2,221
a22oi,33
o31ai,10
inv,10
dfrtp,33
worst register-to-register path: stages (launching register included):
cell and delay [ns]:
edfxtp_1 0.61, a222oi_1 0.99, buf_4 0.25, o2111a_1 0.23, a31oi_1 0.09
state kept, by name, indices dropped and copies added (netlist names):
register	flops
valid	1
A	128
Data_out_32	32
cell families after synthesis:
family | synth area share
mux | 0.150
simple gates | 0.203
fa+ha+maj | 0.00171
compound gates | 0.255
flops | 0.319
buf+inv | 0.0688
xor+xnor | 0.00299
power by group through the flow:
stage                 combinational (mW)  clock, mW  sequential [mW]
after CTS                           6.44       4.31             5.11
after global routing                7.38       4.42             5.11
final                               7.22       4.28             5.11
path summary, 6_finish.rpt:
| check | slack (ns) | start | cells past startpoint | end |
|---|---|---|---|---|
| max reg2reg | -0.72 | A[7][3] | 4 | Data_out_32[11] |
| min in group asynchronous | 0.58 | rst | 4 | Data_out_32[26] |
| max in group asynchronous | 0.54 | rst | 4 | Data_out_32[4] |
| min | 0.31 | wr | 3 | valid |
| min reg2reg | 0.48 | Data_out_32[6] | 2 | Data_out_32[6] |
| max | -0.72 | A[7][3] | 4 | Data_out_32[11] |
timing repair:
action,in CTS,in global routing
buffers inserted,120,76
pin swaps,155,132
endpoints found under the setup margin,297,283
resized,485,290
gates cloned,25,10
No activity file was given, so power comes from the tool's default toggle rates.
