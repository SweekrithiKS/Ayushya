==> flow/design.v <==
`timescale 1ns / 1ps
module mem (
    input Clk,                
    input rst,              
    input wr,         
    input rd,            
    input [3:0] addr,       
    input [7:0] Data_in,    
    output reg [7:0] Data_out   
);
    reg [7:0] A [0:10]; 
    always @(posedge Clk or posedge rst) begin
        if (rst) begin
            Data_out <= 8'b0;  
        end 
        else begin
            case ({wr, rd}) 
                2'b10: begin
                    A[addr] <= Data_in;
                end
                2'b01: begin
                    Data_out <= A[addr];
                end
                default: begin
                    Data_out=8'bz;
                end
            endcase
        end
    end
endmodule
==> flow/run.sh <==
#!/bin/bash
# OpenROAD 26Q1-2900-gdf79404cd8, Yosys 0.63+post, stock flow scripts
make -C /OpenROAD-flow-scripts/flow DESIGN_CONFIG=/design/flow/config.mk WORK_HOME=/design/flow/orfs finish
==> flow/config.mk <==
export PLATFORM = sky130hd
export DESIGN_NAME = mem
export DESIGN_NICKNAME = mem
export VERILOG_FILES = /design/flow/design.v
export SDC_FILE = /design/flow/constraint.sdc
export NUM_CORES = 4
export LEC_CHECK = 1
export CORE_UTILIZATION = 40
==> flow/constraint.sdc <==
current_design mem

set clk_period 2.4
set clk_io_pct 0.2

create_clock -name clk0 -period $clk_period [get_ports {Clk}]

set non_clock_inputs [all_inputs -no_clocks]
set_input_delay [expr $clk_period * $clk_io_pct] -clock clk0 $non_clock_inputs
set_output_delay [expr $clk_period * $clk_io_pct] -clock clk0 [all_outputs]
==> results.toml <==
# synthesis and place-and-route metrics
[status]
status = "completed"

[drt]
routedWlPerCell_um = 19.7
drt_iter0_drc = 169
drc_errors = 0
wl_um = 8770
antenna_cells = 0
vias_per_cell = 5.37
antenna_left = 0
vias = 2390
first_pass_iters = 5

[clock_tree]
cts_resized = 0
clk_latency_ns = 0.37
tritoncts = "built"
cts_made_buffers = 9
clkTransAtPathRegs_ns = 0.09
postCtsHoldBufs = 0
clockBufferDepth = 2
h-tree-depth = 3
root_buffer = "clkbuf_8"
cts_setup_buffers = 0
cts_sinks = 96

[final_timing]
setup_viol = 0
layout_min_cycle_time_ns = 1.95
final.setup.tns_ns = 0
slew_viol_final = 0
rsz0062_at_grt = "no"
clock_skew_ns = 0.00720
max_slew.worst_pin.slew_ns = 0.455
finalCritPeriodShare = 0.812
fmax_ghz = 0.513
hold_violations = 0
max-slew-margin-rel = 0.696

[pwr]
p_int_mw = 2.59
p_comb_frac = 0.091
sequentialPowerShare = 0.564
p_leak_nw = 1.62
power.net_switching_mw = 0.715
clkPwrFrac = 0.345
powerDensity_nw_per_um2 = 693
p_sw_frac = 0.216
vdd_drop_max_uv = 380

[global_route]
grt_max_degree = 31
grt_pass1_vias = 2516
grt_usage = 0.196
antenna_found_initial = 0
grt_pass1_wl_um = 13900
grt_overflow_total = 0

[run]
maxCapViolations = 0
warning_count = 25

[setup_path]
critPathKind = "in2reg"
worstSetupEndpointType = "register"
startpoint_type = "input port"
crit_chain = "clkdlybuf4s50_1, buf_12, mux2_1, a221oi_1, o32a_1, a311oi_2"
cpPeakStageDelay_ns = 0.51
cpMaxStageDelayCell = "clkdlybuf4s50_1"
cp.arrival_ns = 2.19
crit_fanout = 30
worstPathRequired_ns = 2.64

[logic_synthesis]
synth-edff-count = 88
top_cells_by_count = "edfxtp_1 (88), nor2_1 (17), a221oi_1 (12), nor2b_1 (12), o21ai_0 (10)"
synth_cell_types = 50
ff_type = "edfxtp_1"
avgSynthCellArea_um2 = 15.3
ys_ff = 96
yosysTopAreaCellShare = 0.660
most_common_cell = "edfxtp_1"
ys_async_sr_fraction = 0.0833
synthTopCellsByArea = "edfxtp_1 (66%), dfrtp_1 (5.0%), a221oi_1 (2.6%)"
yosys-stat-area_um2 = 4000
yosys_cells = 261
ys.warnings.count = 3
synth_area_um2 = 4000
synthCells = 261
yosys.stat.seqShare = 0.710
yosys.area.top_type = "edfxtp_1"

[layout]
drive_gt1_frac = 0.192
area_growth_pct = 19.3
utilization = 0.490
fin_cells = 445

[min_path]
hp-class = "in2async"

[placement]
gp_congestion = 0.844
dpl.cell_count = 429
io_buffers = 23
dp_hpwl_um = 6060

[floorplanning]
die_h_um = 102
placementRows = 36
die_w_um = 102
initial_utilization = 0.411
num_io_pins = 24
core-area_um2 = 9730
die-area_um2 = 10400
-- placed cells by master, fill, tap and decap left out, drive strengths merged, types with 2 or more instances in the layout --
cell type,count
edfxtp,88
buf,30
clkdlybuf4s50,23
nor2,19
a221oi,14
nor2b,13
o21ai,13
clkbuf,10
nor3,9
dfrtp,8
nand2b,8
a22o,7
inv,7
a21oi,6
mux2i,5
nand2,5
a211oi,5
o31ai,3
a21o,3
o2bb2ai,3
a22oi,3
a31o,3
and4b,2
a41oi,2
a211o,2
a31oi,2
bufinv,2
a2bb2oi,2
a311oi,2
-- layout make-up --
class	count	area (um^2)
Clock buffer	10	128
Clock inverter	6	90.1
Fill cell	794	4960
Inverter	5	18.8
Multi-Input combinational cell	142	1020
Sequential cell	96	2840
Tap cell	133	166
Timing Repair Buffer	53	505
-- state kept, by name, summed over array words and instances (netlist names) --
name      flops
Data_out      8
A            88
-- path summary, 6_finish.rpt --
check	startpoint	to	slack, ns	depth (start not counted)
hold reg to reg	Data_out[1]$_DFFE_PP0N_	Data_out[1]$_DFFE_PP0N_	0.58	2
setup / recovery	addr[1]	Data_out[7]$_DFFE_PP0N_	0.45	6
setup reg to reg	A[5][7]$_DFFE_PP_	Data_out[7]$_DFFE_PP0N_	0.94	4
min in group clk0	Data_out[1]$_DFFE_PP0N_	Data_out[1]$_DFFE_PP0N_	0.58	2
max in group asynchronous	rst	Data_out[0]$_DFFE_PP0N_	1.67	2
hold / removal	rst	Data_out[4]$_DFFE_PP0N_	0.48	2
-- power by group through the flow --
stage                 sequential (mW)  clock [mW]  combinational [mW]
after CTS                        1.86        1.17               0.302
after global routing             1.87        1.23               0.331
final                            1.86        1.14               0.300
-- per-stage QoR --
step | hold WS (ns) | setup slack (ns) | cell area (um^2) | total power, mW
after floorplan | 0.296 | 0.287 | 4000 | 2.05
after global placement | 0.548 | 0.0697 | 4550 | 2.20
after detailed placement | 0.555 | 0.0922 | 4550 | 2.20
after CTS | 0.462 | 0.482 | 4770 | 3.33
after global routing | 0.478 | 0.415 | 4770 | 3.43
final | 0.483 | 0.451 | 4770 | 3.31
-- worst max-delay path, delay by kind of cell --
family / cells / cell delay, ns
compound gates: 3 / 0.63
buf+inv: 2 / 0.71
mux: 1 / 0.37
-- cell families (layout without fill, tap and decap cells) --
group | Yosys count | in the layout | share of synthesized area
compound gates | 75 | 75 | 0.153
simple gates | 60 | 60 | 0.0816
flops | 96 | 96 | 0.710
mux | 7 | 7 | 0.0210
buf+inv | 23 | 74 | 0.0344
-- metal layers --
layer  wire, um  global-route usage  vias up  share of wire
li1           -                   -     1127              -
met1       3850               0.300     1159           0.44
met3        858               0.106        6          0.098
met2       3970               0.274       98           0.45
met5          0                   0        -              0
met4         90              0.0275        0          0.010
Power figures rest on the tool's default switching activity, not on a simulated workload.
